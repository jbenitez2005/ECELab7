==> /design/flow/design.v <==
`timescale 1ns / 1ps
module moore_1100(
    input clk,
    input reset,
    input x,           
    output reg z       
);
    parameter S0 = 3'b000,
              S1 = 3'b001,
              S2 = 3'b010,
              S3 = 3'b011,
              S4 = 3'b100;
    reg [2:0] PS, NS;
    always @(posedge clk or posedge reset)
    begin
        if (reset)
            PS <= S0;
        else
            PS <= NS;
    end
    always @(PS or x)
    begin
        case (PS)
            S0: begin
                if (x)
                    NS = S1;      
                else
                    NS = S0;
            end
            S1: begin
                if (x)
                    NS = S2;      
                else
                    NS = S0;
            end
            S2: begin
                if (x)
                    NS = S2;      
                else
                    NS = S3;      
            end
            S3: begin
                if (x)
                    NS = S4;      
                else
                    NS = S0;
            end
            S4: begin
                if (x)
                    NS = S2;      
                else
                    NS = S0;
            end
            default: NS = S0;
        endcase
    end
    always @(PS)
    begin
        case (PS)
            S4: z = 1;   
            default: z = 0;
        endcase
    end
endmodule
==> /design/flow/run.sh <==
#!/bin/bash
# OpenROAD 26Q1-2900-gdf79404cd8, Yosys 0.63+post, stock flow scripts
make -C /OpenROAD-flow-scripts/flow DESIGN_CONFIG=/design/flow/config.mk WORK_HOME=/design/flow/orfs finish
==> /design/flow/config.mk <==
export PLATFORM = sky130hd
export DESIGN_NAME = moore_1100
export DESIGN_NICKNAME = moore_1100
export VERILOG_FILES = /design/flow/design.v
export SDC_FILE = /design/flow/constraint.sdc
export NUM_CORES = 4
export LEC_CHECK = 1
export CORE_AREA = 10 10 70 70
export DIE_AREA = 0 0 80 80
==> /design/flow/constraint.sdc <==
current_design moore_1100

set clk_period 1.0
set clk_io_pct 0.2

create_clock -name clk0 -period $clk_period [get_ports {clk}]

set non_clock_inputs [all_inputs -no_clocks]
set_input_delay [expr $clk_period * $clk_io_pct] -clock clk0 $non_clock_inputs
set_output_delay [expr $clk_period * $clk_io_pct] -clock clk0 [all_outputs]
==> Changelog: implementation <==
### Changed

* # Max-Cap Violations at 0
* Vias in the first global route at about 140
* Combinational gate area at 45.04 µm²
* Post-Syn Instances at 12
* RSZ-0062 raised after global routing: no
* Inst Count DP at 62
* Register with the highest flop count: PS
* DR vias/cell at about 1.8
* DRC at 0
* Routed Antenna Nets at 0
* Layout cells sized above 1 at 0.4000
* Max Slew Vio Count at 0
* Worst Path Arrival at 1.08 ns
* Crit path buffers/inverters at 1
* HP Class: in -> async
* Setup Buffers After CTS at 0
* CP Class: reg -> reg
* Dpl hpwl at 283.3 µm
* Top cell excl fill/tap: dfrtp_1
* CTS max path bufs at 2
* Endpoints failing hold at 0
* Post-layout min period at 0.9574 ns
* Top cells, area: dfrtp_1 59%, dfstp_2 16%, and2_1 7.4%
* Synth unique cells at 8
* Tcrit/Tclk final at 0.9574
* Die Size at 6400 µm²
* Insertion delay at the late pin of the worst-skew pair at 0.24 ns
* Cts bufs inserted at 3
* Worst R2R Setup Slack at 0.04 ns
* Number of cells in Yosys stat at 12
* Global-route wire length before repair at 600 µm
* Pwr Density at 1700 nW/µm²
* Dominant cell area share at 0.5926
* Top Registers: PS (5)
* Static Leak at 0.0001209 µW
* FP Util at 0.04945
* Critical Path, Cell by Cell: buf_4, o31a_2
* Synth area leader: dfrtp_1
* Hold WS at approximately 0.16 ns
* Critical path required time at 1.12 ns
* Count of final setup violators at 0
* CTS sink cnt at 5
* Sequential area share after synthesis at 0.7481
* Initial antenna violation count at 0
* Crit path largest cell delay at 0.37 ns
* GPL Wtd Cong at ~0.62
* Slew HR at 0.8630
* H-tree depth at 1
* Run status: finished clean
* Remaining global-route overflow at 0
* WL per Instance at 5.288 µm
* Yosys Warn Count at 1
* Non-filler cells, final at around 66
* Die W at 80 µm
* Measured slew at the worst slew-check pin at 0.2039 ns
* Vias at ~120
* Die Y at 80 µm
* F_max at 1044 MHz
* PortBufs at 3
* Clk slew on worst S/H paths at 0.04 ns
* Clock Root Buffer: clkbuf_4
* Largest net degree at the start of global routing at 6
* Fill count at 406
* Top cells excl fill/tap: 4 x dfrtp_1, 3 x clkbuf_4, 2 x and2_1, 2 x clkdlybuf4s50_1
* Peak fanout along the critical path at 2
* Area after DPL at 264.0 µm²
* Clock Skew at 0.003903 ns
* Site Rows at 21
* Register area at 126.4 µm²
* Chip Area, Yosys at about 170 µm²
* TritonCTS clock tree: yes
* Crit path max-delay family: flip-flops
* Diodes inserted at 0
* DRT Wirelength at 349 µm
* Final Cell Area at roughly 300 µm²
* # IOs at 4
* Drt pass-1 iters at 5
* Crit-path slowest cell: dfrtp_1
* VDD IR-drop max at between 200 and 250 µV
* Seq cells post-synth at 5
* Critical path startpoint category: flip-flop
* Post-Syn Area at 168.9 µm²
* Max reg flops at 5
* CP Capture Type: flip-flop
* Placeable core area at 3416 µm²
* 1st-iter DRT viols at 4
* Total GRT Usage at 0.01276
* P&R area growth vs syn at 72.59%
* OpenROAD warning count at 25
* Syn Area/Cell at approximately 14 µm²
final cells by class:
| cell class | instances | area share |
|---|---|---|
| timing repair buffer | 4 | 0.1116 |
| inverter | 1 | 0.01288 |
| tap | 46 | 0.1974 |
| sequential | 5 | 0.4335 |
| clock buffer | 4 | 0.09013 |
| multi-input combinational | 6 | 0.1545 |
Yosys cell counts (all sizes together):
library cell	number
dfrtp	4
and2	2
dfstp	1
inv	1
nor2	1
nor2b	1
nor4	1
o31a	1
timing repair:
action,4_1_cts,5_1_grt
setup endpoints to repair,1,1
pin swaps,0,0
gates resized,3,1
hold buffers,0,0
cloned,0,0
worst paths after layout:
path                            depth (start not counted)               to            start
worst max-delay path                                    2  PS[2]$_DFF_PP0_  PS[1]$_DFF_PP0_
worst min-delay path                                    2  PS[3]$_DFF_PP0_            reset
worst max register to register                          2  PS[2]$_DFF_PP0_  PS[1]$_DFF_PP0_
worst min register to register                          1  PS[2]$_DFF_PP0_  PS[2]$_DFF_PP0_
max in group asynchronous                               2  PS[0]$_DFF_PP1_            reset
min in group clk0                                       1  PS[2]$_DFF_PP0_  PS[2]$_DFF_PP0_
per-layer routing:
layer | global-route usage | part of all wire | up-vias
li1 | - | - | 55
met4 | 0.003521 | 0 | 0
met3 | 0.01932 | 0.18 | 0
met2 | 0.01445 | 0.47 | 4
met5 | 0 | 0 | -
met1 | 0.01204 | 0.34 | 58
where the power goes:
group	internal (µW)	switching, µW	total [µW]	leakage, µW
combinational	23.0	13.8	36.7	0.0000401
sequential	221	8.50	229	0.0000658
clock	151	78.8	229	0.0000150
through the flow:
stage	util	setup TNS, ns	power, µW	worst slack, ns
after floorplan	-	0	246.3	0.1990
final	0.08535	0	495.6	0.04255
after detailed placement	0.07729	0	265.1	0.001991
after CTS	0.08352	0	504.7	0.04135
after global routing	0.08535	0	532.7	0.01192
after global placement	0.07729	-0.002588	262.3	-0.002588
logic make-up (layout without fill, tap and decap cells):
| family | Yosys count | count (layout) | share of synthesized area |
|---|---|---|---|
| AND/OR/NAND/NOR | 5 | 5 | 0.1704 |
| flip-flops | 5 | 5 | 0.7482 |
| AND-OR/OR-AND | 1 | 1 | 0.05926 |
| buffers and inverters | 1 | 9 | 0.02220 |
Power figures rest on the tool's default switching activity, not on a simulated workload.
