<file path="design.v">
`timescale 1ns / 1ps
module bin2bcd(
    input clk,
    input reset,
    input start,               
    input [11:0] bin_in,       
    output reg [15:0] bcd_out,  
    output reg done             
);
    parameter IDLE  = 3'b000,
              SETUP = 3'b001,
              ADD   = 3'b010,
              SHIFT = 3'b011,
              DONE  = 3'b100;
    reg [2:0] PS, NS;
    reg [27:0] bcd_data;       
    reg [3:0] shift_count;     
    reg [1:0] add_count;       
    always @(posedge clk or posedge reset)
    begin
        if (reset)
            PS <= IDLE;
        else
            PS <= NS;
    end
    always @(PS or start or shift_count or add_count or bcd_data)
    begin
        case (PS)
            IDLE: begin
                if (start)
                    NS = SETUP;
                else
                    NS = IDLE;
            end
            SETUP: begin
                NS = ADD;
            end
            ADD: begin
                if (add_count == 2'd3)
                    NS = SHIFT;
                else
                    NS = ADD;
            end
            SHIFT: begin
                if (shift_count == 4'd12)
                    NS = DONE;
                else
                    NS = ADD;
            end
            DONE: begin
                NS = IDLE;
            end
            default: NS = IDLE;
        endcase
    end
    always @(posedge clk or posedge reset)
    begin
        if (reset)
        begin
            bcd_data    <= 28'd0;
            shift_count <= 4'd0;
            add_count   <= 2'd0;
            bcd_out     <= 16'd0;
            done        <= 1'b0;
        end
        else
        begin
            case (PS)
                IDLE: begin
                    done <= 1'b0;
                end
                SETUP: begin
                    bcd_data    <= {16'd0, bin_in};
                    shift_count <= 4'd0;
                    add_count   <= 2'd0;
                    done        <= 1'b0;
                end
                ADD: begin
                    if (bcd_data[15:12] > 4)
                        bcd_data[27:12] <= bcd_data[27:12] + 3;
                    if (bcd_data[19:16] > 4)
                        bcd_data[27:16] <= bcd_data[27:16] + 3;
                    if (bcd_data[23:20] > 4)
                        bcd_data[27:20] <= bcd_data[27:20] + 3;
                    if (bcd_data[27:24] > 4)
                        bcd_data[27:24] <= bcd_data[27:24] + 3;
                    add_count <= add_count + 1;
                end
                SHIFT: begin
                    bcd_data <= bcd_data << 1;
                    shift_count <= shift_count + 1;
                    add_count <= 2'd0;
                end
                DONE: begin
                    bcd_out <= bcd_data[27:12];
                    done <= 1'b1;
                end
            endcase
        end
    end
endmodule
`timescale 1ns / 1ps
module clk_divider(
    input clk,
    input reset,
    output reg slow_clk
);
    reg [25:0] counter;
    always @(posedge clk or posedge reset)
    begin
        if (reset)
        begin
            counter <= 26'd0;
            slow_clk <= 1'b0;
        end
        else
        begin
            if (counter == 26'd49_999_999)   
            begin
                slow_clk <= ~slow_clk;
                counter <= 26'd0;
            end
            else
                counter <= counter + 1;
        end
    end
endmodule
`timescale 1ns / 1ps
module multiseg_display(
    input clk,
    input reset,
    input [15:0] bcd,      
    output reg [6:0] seg,
    output reg [3:0] an
);
    reg [1:0] digit_sel;
    reg [3:0] current_digit;
    reg [15:0] refresh_counter;
    always @(posedge clk or posedge reset)
    begin
        if (reset)
            refresh_counter <= 0;
        else
            refresh_counter <= refresh_counter + 1;
    end
    always @(posedge clk or posedge reset)
    begin
        if (reset)
            digit_sel <= 0;
        else
            digit_sel <= refresh_counter[15:14];
    end
    always @(*)
    begin
        case (digit_sel)
            2'b00: begin an = 4'b1110; current_digit = bcd[3:0];   end
            2'b01: begin an = 4'b1101; current_digit = bcd[7:4];   end
            2'b10: begin an = 4'b1011; current_digit = bcd[11:8];  end
            2'b11: begin an = 4'b0111; current_digit = bcd[15:12]; end
            default: begin an = 4'b1111; current_digit = 4'd0; end
        endcase
    end
    always @(*)
    begin
        case (current_digit)
            4'd0: seg = 7'b1000000;
            4'd1: seg = 7'b1111001;
            4'd2: seg = 7'b0100100;
            4'd3: seg = 7'b0110000;
            4'd4: seg = 7'b0011001;
            4'd5: seg = 7'b0010010;
            4'd6: seg = 7'b0000010;
            4'd7: seg = 7'b1111000;
            4'd8: seg = 7'b0000000;
            4'd9: seg = 7'b0010000;
            default: seg = 7'b1111111;
        endcase
    end
endmodule
`timescale 1ns / 1ps
module top_counter_display(
    input clk,                 
    input reset,               
    output [6:0] seg,          
    output [3:0] an            
);
    wire slow_clk;
    wire [11:0] count;
    wire [15:0] bcd_out;
    wire done;
    reg start;
    clk_divider div_inst(
        .clk(clk),
        .reset(reset),
        .slow_clk(slow_clk)
    );
    up_counter counter_inst(
        .clk(slow_clk),
        .reset(reset),
        .enable(1'b1),
        .count(count)
    );
    always @(posedge clk or posedge reset)
    begin
        if (reset)
            start <= 1'b0;
        else
            start <= 1'b1;      
    end
    bin2bcd converter_inst(
        .clk(clk),
        .reset(reset),
        .start(start),
        .bin_in(count),
        .bcd_out(bcd_out),
        .done(done)
    );
    multiseg_display display_inst(
        .clk(clk),
        .reset(reset),
        .bcd(bcd_out),
        .seg(seg),
        .an(an)
    );
endmodule
`timescale 1ns / 1ps
module up_counter(
    input clk,           
    input reset,         
    input enable,        
    output reg [11:0] count   
);
    always @(posedge clk or posedge reset)
    begin
        if (reset)
            count <= 12'd0;                        
        else if (enable)
        begin
            if (count == 12'd4095)
                count <= 12'd0;                    
            else
                count <= count + 1;                
        end
    end
endmodule
</file>
<file path="run.sh">
#!/bin/bash
# OpenROAD 26Q1-2900-gdf79404cd8, Yosys 0.63+post, stock flow scripts
make -C /OpenROAD-flow-scripts/flow DESIGN_CONFIG=/design/flow/config.mk WORK_HOME=/design/flow/orfs finish
</file>
<file path="config.mk">
export PLATFORM = sky130hd
export DESIGN_NAME = top_counter_display
export DESIGN_NICKNAME = top_counter_display
export VERILOG_FILES = /design/flow/design.v
export SDC_FILE = /design/flow/constraint.sdc
export NUM_CORES = 4
export LEC_CHECK = 1
export CORE_UTILIZATION = 30
</file>
<file path="constraint.sdc">
current_design top_counter_display

set clk_period 5.5
set clk_io_pct 0.2

create_clock -name clk0 -period $clk_period [get_ports {clk}]

set non_clock_inputs [all_inputs -no_clocks]
set_input_delay [expr $clk_period * $clk_io_pct] -clock clk0 $non_clock_inputs
set_output_delay [expr $clk_period * $clk_io_pct] -clock clk0 [all_outputs]
</file>
==> results.cfg <==
; implementation run metrics
[power_and_ir_drop]
clkPwrFrac_pct = 45.1
ir_worst_vdd_mv = 0.1410
power_w = 0.001386
netSwitchingFraction_pct = 20.70
p_sw_w = 0.0002868
p_comb_share_pct = 1.3
intPower_w = 0.001099
p_seq_share_pct = 53.6
power.leakage_nw = 2.853
powerDensity_nw_per_um2 = 216.4

[setup_path]
critPathLaunch = display_inst.digit_sel[1]
cp_max_fo = 8
arrival_ps = 2590
crit_family = multiplexers
cp_slowest_cell = mux4_2
reg2reg_from = converter_inst.PS[2]
path_depth = 6
endpoint = seg[3]
rr_worst_depth = 4
rr_endpoint = converter_inst.bcd_data[22]
slowest_delay_ps = 610
crit_buf_inv = 1
cp_data_required_time_ps = 4400
reg2reg_setup_slack_ps = 3200
path_cells = mux4_2 > ha_1 > nand2b_1 > o21ai_0 > a21oi_1 > clkdlybuf4s50_1
end_kind = output port
path_class = reg2out
startpoint_type = register

[yosys]
ys_async_sr_fraction_pct = 100.0
largest_area_cell = dfrtp_1
topCellsByArea = dfrtp_1, ha_1, xor2_1
common_cells = dfrtp_1, nand2_1, nor2_1, o21ai_0
edf_count = 0
ys_types = 63
avgSynthCellArea_sq_um = 10.57
netlist_area_sq_um = 5769
ys_warn_count = 5
ys_seq_share_pct = 49.03
synth_top_cell_by_count = dfrtp_1
yosys.area.top_type_share_pct = 48.58
synthCells = 546
yosys-stat-cells = 546
synth_flops = 113
synth-main-ff-cell = dfrtp_1
yosysChipArea_sq_um = 5769

[global_routing]
antenna_found_initial = 0
gr-total-overflow = 0
grt_pass1_vias = 3942
grt_pass1_wl_mm = 19.02
grt_util_all_layers_pct = 11.92
grt_max_degree = 62

[cts]
htreeDepth = 3
clockBufferDepth = 2
cts_buffers = 9
cts_setup_buffers = 0
ctsHoldBuffers = 0
clk_latency_ps = 340
cts_resized = 0
cts-root-buf = clkbuf_16
cts_tree = built
path_clk_slew_ps = 60

[drt]
ant_nets = 0
vias = 3961
drt_iter0_markers = 204
wl_mm = 10.57
viasPerCell = 5.014
drt_pass1_iterations = 5
routedWlPerCell_um = 13.38
insertedDiodeCount = 0
drc_errors = 0

[die]
fp.dieW_um = 140.7
fp-utilization_pct = 30.74
num_rows = 50
placeableCoreArea_sq_um = 18770
io_pins = 13
die_area_sq_um = 19790
die_y_um = 140.7

[final_timing]
final_max_slew_viol_count = 0
setup_tns_ps = 0
unconstrained_endpoints = 12
fmax_mhz = 270.7
maxSlewHeadroom_pct = 40.38
finClkSkew_ps = 10.80
setup_viol = 0
unclocked_regs = 12
rsz0062_at_grt = false
setup_slack_ps = 1806
final-hold-violation-count = 0
tightest_slew_ps = 887.6
fin_crit_sh_pct = 67.17
period_minus_slack_ps = 3694

[finish]
area.combinational_sq_um = 2741
drive_gt1_share_pct = 9.353
finalNonFillerCells = 790
regArea_sq_um = 2829
area_growth_pct = 10.97
n_fill_cell = 1791
final_util_pct = 34.11

[place]
numPortBuffers = 12
placedCellCount = 774
pre_cts_ws_ps = 2173
globalplace.congestion = 0.9100
dpl.hpwl_mm = 7.045

[hold_path]
min_path_cells = 0
holdCritPathClass = reg2reg
holdCritStartpoint = display_inst.refresh_counter[15]

[job]
cap_violations = 0
warnings = 37

[status]
status = finished, final reports clean
worst min-delay path by stage:
| stage | end |
|---|---|
| CTS | display_inst.digit_sel[1] |
| global route | display_inst.digit_sel[1] |
| finish | display_inst.digit_sel[1] |
cell usage in the layout (no fill, tap or decap), types with 4 or more instances in the layout:
| cell type | count |
|---|---|
| nor3_1 | 6 |
| dfrtp_1 | 112 |
| o22ai_1 | 5 |
| xnor2_1 | 25 |
| inv_1 | 25 |
| a21oi_1 | 12 |
| nor2_1 | 39 |
| nand2_1 | 47 |
| xor2_1 | 28 |
| o21ai_0 | 34 |
| clkbuf_16 | 9 |
| and4_1 | 7 |
| nor4_1 | 5 |
| nand2b_1 | 7 |
| mux4_2 | 4 |
| mux2_2 | 16 |
| o211ai_1 | 4 |
| mux2i_1 | 18 |
| nand4_1 | 12 |
| clkdlybuf4s50_1 | 12 |
| nand3_1 | 28 |
| and3_1 | 8 |
| ha_1 | 22 |
kinds of logic (layout without fill, tap and decap cells):
group           Yosys count  in the layout  share of synthesized area, %
other cells               1              1                       0.06500
xor+xnor                 53             53                         8.046
mux                      38             38                         7.807
flops                   113            113                         49.04
fa+ha+maj                22             22                         4.771
simple gates            182            182                         16.68
buf+inv                  48             58                         3.448
compound gates           89             89                         10.15
layout make-up:
class                      count  share of cell area (%)
clock inverter                 5                  0.9380
multi-input combinational    385                   42.82
clock buffer                  11                   3.635
timing repair buffer          15                   2.228
sequential                   113                   44.19
inverter                      27                   1.622
tap                          234                   4.573
power by group through the flow:
stage                 sequential [W]  combinational (W)  clock (W)
after CTS                   0.000743          0.0000186   0.000643
after global routing        0.000742          0.0000213   0.000677
final                       0.000743          0.0000173   0.000625
per-layer routing:
metal | up-vias | wire, um | track usage, %
met3 | 14 | 503 | 2.526
met5 | - | 0 | 0
met1 | 1933 | 5237 | 18.33
met4 | 0 | 153 | 1.545
met2 | 79 | 4672 | 18.25
li1 | 1935 | - | -
registers in the layout (all words and copies together) (netlist names):
signal,flops
display_inst.refresh_counter,16
converter_inst.bcd_data,28
start,1
div_inst.slow_clk,1
div_inst.counter,26
counter_inst.count,12
converter_inst.shift_count,4
converter_inst.bcd_out,16
converter_inst.add_count,2
converter_inst.PS,5
display_inst.digit_sel,2
stage by stage:
| stage | hold slack [ps] | area, sq um |
|---|---|---|
| 3_3_place_gp | 390.8 | 6110 |
| 2_1_floorplan | 372.9 | 5769 |
| 5_1_grt | 439.8 | 6402 |
| 6_report | 415.8 | 6402 |
| 3_5_place_dp | 398.4 | 6110 |
| 4_1_cts | 415.3 | 6402 |
No activity file was given, so power comes from the tool's default toggle rates.
